[./design.v]
`timescale 1ns / 1ns
module fifo #(parameter buffer_size = 5, width = 6)
(
    input clk, rst,
    input wr_en, rd_en,
    input[width - 1 : 0] data_in,
    output reg [log2(buffer_size) - 1 : 0] population,
    output [log2(buffer_size) - 1 : 0] free_space,
    output reg [width - 1 : 0] data_out     
);
    reg [width - 1 : 0] FIFO_RAM [0 : buffer_size - 1];
    reg [log2(buffer_size) - 1 : 0] rd_addr, wr_addr;
	reg full;
	always @(posedge clk)
	    if(wr_en)
		    FIFO_RAM[wr_addr] <= data_in;
	always @(posedge clk)
	    if(rd_en)
		    data_out <= FIFO_RAM[rd_addr];
    always @(posedge clk or negedge rst)
	    if(!rst)
			wr_addr <= 0;
		else if(wr_en)
			wr_addr <= (wr_addr != buffer_size - 1) ? wr_addr + 1 : 0;
	always @(posedge clk or negedge rst)
	    if(!rst)
			rd_addr <= 0;
		else if(rd_en)
			rd_addr <= (rd_addr != buffer_size - 1) ? rd_addr + 1 : 0;
	always @(posedge clk)
		if(population == buffer_size - 1 && (wr_en&&!rd_en))
			full <= 1;
		else if(population!=buffer_size && (!wr_en&&rd_en))
			full <= 0;
		else if(population==0)
			full <= 0;
	always @(wr_addr or rd_addr or full)
		if (full)
			population = buffer_size;
		else if(wr_addr == rd_addr)
			population = 0;
		else if(wr_addr > rd_addr)
			population = wr_addr - rd_addr;
		else
			population = buffer_size - (rd_addr - wr_addr);
    assign free_space = buffer_size-population;
    function integer log2;
    input [31 : 0] value;
	integer i;
    begin
		  if(value==1)
				log2=1;
		  else
			  begin
			  i = value - 1;
			  for (log2 = 0; i > 0; log2 = log2 + 1) begin
					i = i >> 1;
			  end
			  end
    end
    endfunction
endmodule
[./run.sh]
#!/bin/bash
# OpenROAD 26Q1-2900-gdf79404cd8, Yosys 0.63+post, stock flow scripts
make -C /OpenROAD-flow-scripts/flow DESIGN_CONFIG=/design/flow/config.mk WORK_HOME=/design/flow/orfs finish
[./config.mk]
export PLATFORM = sky130hd
export DESIGN_NAME = fifo
export DESIGN_NICKNAME = fifo
export VERILOG_FILES = /design/flow/design.v
export SDC_FILE = /design/flow/constraint.sdc
export NUM_CORES = 4
export LEC_CHECK = 1
export CORE_UTILIZATION = 30
[./constraint.sdc]
current_design fifo

set clk_period 3.4
set clk_io_pct 0.2

create_clock -name clk0 -period $clk_period [get_ports {clk}]

set non_clock_inputs [all_inputs -no_clocks]
set_input_delay [expr $clk_period * $clk_io_pct] -clock clk0 $non_clock_inputs
set_output_delay [expr $clk_period * $clk_io_pct] -clock clk0 [all_outputs]
==> run summary <==
Physical implementation status

The total leakage power stands at 0.0009452 uW. The max-slew check reports its worst relative slack as approximately three fifths. The data arrival time reported for the critical path is 2.63 ns. Along the worst hold path, the cell count comes to 1. The CTS buffer count stands at 5.

The number of warning messages in the logs stands at 29. The count of mapped cells out of synthesis stands at between 100 and 150. Post-synthesis, Yosys gives the total cell area as 1943 sq um. The number of antenna-violating nets in the routed design stands at 0.

Per the OpenROAD floorplan log, the area of the core is 6096 sq um. The number of distinct library cell variants in the gate-level netlist after synthesis stands at 29. The flow ran to the end, and the final reports show no timing, DRC or antenna violations.

The number of antenna violations at the first check in global routing stands at 0. For this design, Yosys synthesis ends with a cell count of 138. The maximum number of buffers from clock root to sink stands at 2.

The post-layout total power stands at 2305 uW. The initial core utilization stands at 31.88%. Per the timing report, the most critical flop-to-flop path originates at wr_addr[0]. The synthesized area per cell stands at approximately 14 sq um. For the pin with the worst max-slew slack, the measured transition is 0.5780 ns. At the end of routability-driven placement, the weighted congestion stood at 0.7904. In the layout the commonest cells are sky130_fd_sc_hd__edfxtp_1, sky130_fd_sc_hd__nand2_1, sky130_fd_sc_hd__clkdlybuf4s50_1.

The sequential share of the synthesized area stands at 64.39%. In the final report, the number of pins over their slew limit comes to 0. The detailed router finished its first iteration with 36 violations. Clock-pin slew was measured on the worst setup and hold paths at approximately 0.08 ns. The number of failing setup endpoints in the final timing report stands at 0. The hold buffer count at CTS stands at 0. The largest clock skew in the final design stands at around 0.0079 ns. The final-layout worst hold slack stands at ~0.50 ns.

The chip occupies 6803 sq um. The worst setup slack before clock tree synthesis stands at 0.2138 ns. The floorplan report gives the top-level pin count as 22.

The flip-flop and latch count after synthesis stands at 43. The endpoint required time on the critical path stands at 2.72 ns. The detailed placement HPWL stands at 2373 um. The ratio of total power to cell area stands at 934.3 nW/um^2.

The worst setup path is captured at an output port. The worst setup path is launched from a register. The final timing report derives a shortest allowable period of 3.309 ns. The tree built by TritonCTS fans out to around 43 sinks. The layout overhead on the synthesized area stands at 26.98%. The number of global-route vias before repair stands at 1,198.

The routed wire length stands at between 3000 and 4000 um. The flop-to-flop setup slack stands at 1.12 ns. The layout summary lists the proportion of cells stronger than drive strength 1 as 23.60%. The largest fanout on the critical path stands at 4. The worst-case reg-to-reg path depth stands at 10. In the setup report, the worst path falls into the class reg -> out. The max-capacitance violation count stands at 0. TritonCTS built the clock tree. Entering global routing, the biggest net connects 15 pins. The final count of hold timing violations stands at 0. The latest clock arrival within the worst-skew pair stands at 0.29 ns. The setup slack of the critical path after layout stands at a little over 0.09 ns. The total DRC errors in the routed layout stands at 0. The maximum achievable frequency stands at 302.2 MHz. The placement report lists the number of port buffers as 21. The biggest area contributor in the post-synthesis netlist is sky130_fd_sc_hd__edfxtp_1. The main area contributors are sky130_fd_sc_hd__edfxtp_1, sky130_fd_sc_hd__dfrtp_1, sky130_fd_sc_hd__ha_1, sky130_fd_sc_hd__mux4_2, sky130_fd_sc_hd__nand2_1. The number of antenna cells inserted stands at 0. Before any placement, the netlist area is recorded as 1943 sq um. Looking at the reg2reg group, the worst path ends at full. The number of placement rows stands at 28. Looking at hold timing, the worst path starts from full. Per the CTS log, the maximum H-tree level is 2. Counting only logic cells after layout, the most numerous master is sky130_fd_sc_hd__edfxtp_1. In this run the worst hold path is classified as reg -> reg. The global-route wire length before repair stands at 5609 um. Per the detail_route report, routed wire per instance is ~14 um. The first-pass iteration count of the detailed router stands at 4. The portion of synthesized cell area occupied by the leading cell type stands at 55.63%. The tree is rooted in a sky130_fd_sc_hd__clkbuf_8.

The yosys warning tally stands at 1. The global route total overflow stands at 0. The worst VDD IR drop from the latest analysis is 0.0003462 V. Measured on the finished design, the core utilization comes to 40.48%. The portion of the clock cycle consumed by the worst path in the final layout stands at 97.34%. The die span in y stands at 82.48 um. The average vias per placed instance stands at approximately 4.8.

The routed layout has 1,212 vias. The global-route usage over all layers stands at 11.97%. STA shows the worst min-delay path finishing at full. The die is just over 80 um wide.
[kinds of logic after synthesis]
| family | share of synthesized area (%) |
|---|---|
| AND-OR/OR-AND | 5.538 |
| XOR/XNOR | 0.4508 |
| adder cells (fa/ha/maj) | 8.113 |
| buffers and inverters | 2.962 |
| flip-flops | 64.39 |
| multiplexers | 7.985 |
| AND/OR/NAND/NOR | 10.56 |
[cells in the mapped netlist, drive strengths merged]
master / n
edfxtp: 36
nand2: 27
ha: 11
inv: 10
o21ai: 9
dfrtp: 6
mux4: 6
and3: 4
nand3: 4
nor2: 3
buf: 2
clkbuf: 2
mux2i: 2
nand2b: 2
a21oi: 1
a22o: 1
a311o: 1
a31o: 1
a32o: 1
and2: 1
dfxtp: 1
fa: 1
nand3b: 1
nor2b: 1
nor3: 1
nor3b: 1
o311ai: 1
xor2: 1
[report_power, final]
part | leakage [uW] | switching, uW | internal [uW] | total (uW)
registers | 0.000415 | 53.2 | 708 | 761
clock network | 0.0000392 | 165 | 139 | 304
logic | 0.000491 | 502 | 738 | 1240
[per-stage QoR]
| step | cell area [sq um] | cells | TNS [ns] |
|---|---|---|---|
| floorplan | 1943 | 138 | 0 |
| global placement | 2265 | 235 | 0 |
| detailed placement | 2265 | 235 | 0 |
| CTS | 2385 | 246 | 0 |
| global route | 2467 | 253 | -0.01150 |
| finish | 2467 | 253 | 0 |
[flip-flops by register name, indices dropped and copies added, names as in the netlist]
signal	cells
FIFO_RAM	30
data_out	6
rd_addr	3
wr_addr	3
full	1
[layer usage]
layer	part of all wire, %	vias to the layer above	track usage [%]	wire [um]
li1	-	580	-	-
met1	40	585	14.96	1419
met2	49	45	19.42	1720
met3	11	2	6.355	375
met4	0.59	0	1.579	21
met5	0	-	0	0
[worst max-delay path by stage]
stage	start	to	slack, ns	cells after the start
final	rd_addr[0]	free_space[2]	0.09	10
after global routing	rd_addr[0]	free_space[2]	-0.01	10
after CTS	rd_addr[1]	free_space[2]	0.009	10
[cell type report]
class                   instances  area [sq um]
fillers                       561          3628
clock buffers                   5         68.82
multi-input cells              81         676.9
flip-flops and latches         43          1252
clock inverters                 3         15.01
repair buffers                 36         322.8
inverters                      10         37.54
well taps                      75         93.84
[repair_timing]
| action | in CTS | in global routing |
|---|---|---|
| buffers inserted | 3 | 7 |
| setup endpoints to repair | 1 | 1 |
| gates resized | 5 | 7 |
| pin swaps | 0 | 2 |
| cloned | 0 | 0 |
[worst max-delay path, stage by stage (launching register included)]
cell	delay, ns
sky130_fd_sc_hd__dfrtp_1	0.44
sky130_fd_sc_hd__inv_1	0.12
sky130_fd_sc_hd__ha_1	0.22
sky130_fd_sc_hd__ha_2	0.19
sky130_fd_sc_hd__xor2_2	0.15
sky130_fd_sc_hd__nand2_1	0.07
sky130_fd_sc_hd__o21ai_0	0.07
sky130_fd_sc_hd__a31o_2	0.23
sky130_fd_sc_hd__nand2b_4	0.14
sky130_fd_sc_hd__ha_1	0.26
sky130_fd_sc_hd__clkdlybuf4s50_1	0.45
Power figures rest on the tool's default switching activity, not on a simulated workload.
